--- flow/config.mk ---
export PLATFORM = sky130hd
export DESIGN_NAME = comp8
export DESIGN_NICKNAME = comp8
export VERILOG_FILES = /design/flow/design.v
export SDC_FILE = /design/flow/constraint.sdc
export NUM_CORES = 4
export LEC_CHECK = 1
export CORE_AREA = 10 10 70 70
export DIE_AREA = 0 0 80 80
--- flow/constraint.sdc ---
current_design comp8

set clk_period 2.4
set clk_io_pct 0.2

create_clock -name clk0 -period $clk_period

set non_clock_inputs [all_inputs -no_clocks]
set_input_delay [expr $clk_period * $clk_io_pct] -clock clk0 $non_clock_inputs
set_output_delay [expr $clk_period * $clk_io_pct] -clock clk0 [all_outputs]
--- flow/design.v ---
module comp1 (gt,eq,lt,A,B);  
input A;
input B;
output gt;
output lt;
output eq;
not G1 (abar, A);
not G2 (bbar, B);
and G3 (gt,A,bbar);
xnor G6 (eq,A,B);
and G10 (lt,abar,B);
endmodule
module comp2 (gt,eq,lt,A,B);  
input wire [1:0] A;
input wire [1:0] B;
output gt,eq,lt;
wire [2:0] L1;
wire gt,eq,lt;
wire a,b,c,d,e,f;
comp1 TENS (a,b,c,A[1],B[1]);
comp1 UNITS (d,e,f,A[0],B[0]);
mux3bit M1(L1,c,3'b001,{d,e,f});
mux3bit M2({gt,eq,lt},a,3'b100,L1);
endmodule
module comp4 (gt,eq,lt,A,B);  
input wire [3:0] A,B;
output gt,eq,lt;
wire [2:0]L1;
comp2 Thou_Hun (a,b,c,A[3:2],B[3:2]);
comp2 Ten_Unit (d,e,f,A[1:0],B[1:0]);
mux3bit M1(L1,c,3'b001,{d,e,f});
mux3bit M2({gt,eq,lt},a,3'b100,L1);
endmodule
module comp8 (gt,eq,lt,A,B);  
input wire [7:0] A,B;
output gt,eq,lt;
wire [2:0]L1;
wire lt,gt;
comp4 Thou_Hun (a,b,c,A[7:4],B[7:4]);
comp4 Ten_Unit (d,e,f,A[3:0],B[3:0]);
mux3bit M1(L1,c,3'b001,{d,e,f});
mux3bit M2({gt,eq,lt},a,3'b100,L1);
endmodule
module mux (y,s,i1,i0);  
input s,i1,i0;
output y;
or G4(y,p1,p2);
not G1 (sbar,s);
and G2(p1,sbar,i0);
and G3(p2,s,i1);
endmodule
module mux3bit (Y,s,I1,I0);  
input [2:0] I1,I0;
output [2:0] Y;
input s;
mux M1 (Y[0],s,I1[0],I0[0]);
mux M2 (Y[1],s,I1[1],I0[1]);
mux M3 (Y[2],s,I1[2],I0[2]);
endmodule
--- flow/run.sh ---
#!/bin/bash
# OpenROAD 26Q1-2900-gdf79404cd8, Yosys 0.63+post, stock flow scripts
make -C /OpenROAD-flow-scripts/flow DESIGN_CONFIG=/design/flow/config.mk WORK_HOME=/design/flow/orfs finish
==> metrics.sh <==
FINAL_LAYOUT_SIZE_SUFFIX_GT1_SHARE_PCT=33.33
TOP_AREA_SHARE_PCT=14.04
SEQUENTIAL_CELL_AREA_UM2=0
MAX_CLOCK_FREQ_MHz=436.5
CRITPATHCAPTURE='eq'
YOSYS-MUX-AREA-FRACTION_PCT=0
DRT_FIRST_ITER_VIOLATIONS=19
FINALINSTANCEAREA_UM2=599.3
AREA_USED_BY_MULTI_INPUT_COMBINATIONAL_LOGIC_UM2=302.8
SEQUENTIAL_TO_TOTAL_AREA_SHARE_FROM_YOSYS_STAT_PCT=0
PERIOD_USED_PCT=95.45
FINAL_ANTENNA_NET_COUNT=0
TIMING_MAX_TRANSITION_VIOLATIONS_FINAL=0
CELL_AREA_AFTER_TECHNOLOGY_MAPPING_UM2=285.3
MAPPED_CELLS=40
ACTUAL_TRANSITION_AT_THE_WORST_MAX_TRANSITION_PIN_PS=305.7
DRV_CAP=0
FINALWORSTPATHREQUIREDPERIOD_PS=2291
FLOP-COUNT=0
NUMBER_OF_GLOBAL_ROUTE_VIAS_BEFORE_REPAIR=432
CRITPATHARRIVALTIME_PS=1810
LAYOUT.CORE_UTILIZATION_PCT=17.55
GRT_OVERFLOW=0
OPENROAD.WARNINGS=33
WIRE_PER_INST_UM=9.036
BUFFER_PORTS.INSERTED=19
PLACED_CELL_AREA_UM2=578.1
FIN_WS_PS=109.3
STARTPOINT='A[6]'
YS_SH_SIMPLE_PCT=41.23
TIMING.CRITICAL_PATH.FANOUT_MAX=3
CELLPOWERDENSITY_nW_PER_UM2=150.5
POST_DRT_VIA_CELL_RATIO=3.277
DRT_FIRST_PASS_ITERS=2
YOSYS_CELLS=40
YOSYS-DOMINANT-COMB-FAMILY='simple AND/OR/NAND/NOR gates'
TOTALWIRELENGTH_UM=1012
GP_CONGESTION=0.7446
DIE_HEIGHT_UM=80
POST_SYNTH_XOR_AREA_FRACTION_PCT=0
PLACED_CELLS=111
GRT_USAGE_PCT=3.348
HPWLAFTERDP_UM=896.2
SETUP_TNS_PS=0
ROUTE.VIAS.TOTAL=367
GRT_MAX_DEGREE=5
SYNTH_CELL_TYPE_COUNT=22
WIRE_LENGTH_OF_THE_FIRST_GLOBAL_ROUTING_PASS_UM=1814
FINAL_HOLD_VIOL_COUNT=0
DIEWIDTH_UM=80
CRITICAL_PATH_CLASS='input pin to output pin'
ADDER_SHARE_PCT=26.75
LAYOUT.CELLS.MOST_COMMON='sky130_fd_sc_hd__clkdlybuf4s50_1'
ANTENNA_FOUND_INITIAL=0
SETUP_VIOL=0
AREA_LEADERS='sky130_fd_sc_hd__maj3_1 14%, sky130_fd_sc_hd__nand2b_1 13%, sky130_fd_sc_hd__ha_1 8.8%, sky130_fd_sc_hd__inv_1 7.9%, sky130_fd_sc_hd__nand2_1 5.3%'
HOLD_PATH_CLASS='input pin to output pin'
CLOCKBUFFERCOUNT=0
SYNTH_COMPOUND_GATE_AREA_SHARE_PCT=24.12
CORE_UM2=3416
DIODES=0
LARGEST_AREA_CELL='sky130_fd_sc_hd__maj3_1'
LAYOUT_TOP_CELLS_EXCL_FILL_TAP='8 x sky130_fd_sc_hd__clkdlybuf4s50_1, 7 x sky130_fd_sc_hd__buf_4, 6 x sky130_fd_sc_hd__inv_1'
SYNTH-AREA-YOSYS_UM2=285.3
IR_DROP_V=0.00004839
OUTCOME='finished clean'
MAX_SLEW_MARGIN_PCT=79.40
CP-START-KIND='input pin'
FINAL_CELL_COUNT_WITHOUT_FILLERS=112
CHIP_AREA_UM2=6400
PRE_CTS_WS_PS=-553.7
NFILLCELLS=384
TOP_LEVEL_PORTS=19
HOLDBUFCOUNTCTS=0
CRIT_REQUIRED_PS=1920
CORE.ROWCOUNT=21
ENDPOINT_KIND='output pin'
STATIC-LEAKAGE-POWER_nW=0.2670
REMAINING_DRCS=0
SYNTH_AREA_PER_CELL_UM2=7.132
SYNTH_WARNINGS=17
FP-UTILIZATION_PCT=8.352
RSZ0062_AT_GRT='no'
LAYOUT_OVERHEAD_ON_THE_SYNTHESIZED_AREA_PCT=110.1
[timing repair]
| item | in CTS | in global routing |
|---|---|---|
| buffers inserted | 1 | 0 |
| endpoints found under the setup margin | 3 | 3 |
| resized | 25 | 5 |
| pin swaps | 6 | 5 |
[routing by layer]
layer  share of wire (%)  track usage (%)  wire length, um
met1                  48            3.823              490
met2                  45            6.501              456
met3                 6.5           0.6818               66
met4                   0                0                0
met5                   0                0                0
[how the worst min path moves through the flow]
| stage | end | start | slack [ps] | cells after the start |
|---|---|---|---|---|
| final | lt | A[7] | 1510 | 4 |
| after global routing | lt | A[7] | 1550 | 4 |
| after CTS | gt | A[7] | 1560 | 5 |
[critical path, stage by stage]
cell                              delay, ps
sky130_fd_sc_hd__clkdlybuf4s15_1        250
sky130_fd_sc_hd__or2b_2                 350
sky130_fd_sc_hd__buf_4                  140
sky130_fd_sc_hd__maj3_1                 350
sky130_fd_sc_hd__nand2_1                 90
sky130_fd_sc_hd__nor4_2                  40
sky130_fd_sc_hd__buf_2                  110
[Yosys cell counts (all sizes together)]
library cell and count:
o31ai 1, nor4 1, nand4 1, o211ai 1, maj3 5, inv 6, a31oi 2, nor2 1
nand2b 6, a21oi 1, ha 2, or2b 1, nand2 4, o41ai 1, o311ai 1, o211a 1
a211o 1, or3b 1, nor2b 2, nor3 1
[kinds of logic (layout without fill, tap and decap cells)]
kind of cell / count (synthesis) / after routing
AND/OR/NAND/NOR: 18 / 18
AND-OR/OR-AND: 9 / 9
buffers and inverters: 6 / 32
adder cells (fa/ha/maj): 7 / 7
[cell type report]
type | count | area share (%)
Inverter | 6 | 3.758
Multi-Input combinational cell | 34 | 50.52
Tap cell | 46 | 9.603
Timing Repair Buffer | 26 | 36.12
[where the power goes]
group | total (mW) | switching [mW] | internal (mW)
combinational | 0.0902 | 0.0360 | 0.0542
sequential | 0 | 0 | 0
clock | 0 | 0 | 0
total | 0.0902 | 0.0360 | 0.0542
[through the flow]
stage | hold slack [ps] | total power [mW]
2_1_floorplan | 1072 | 0.03531
3_3_place_gp | 2020 | 0.08844
3_5_place_dp | 2003 | 0.08919
4_1_cts | 1562 | 0.09078
5_1_grt | 1550 | 0.1017
6_report | 1508 | 0.09022
Power is estimated from default activity; no workload was simulated.
